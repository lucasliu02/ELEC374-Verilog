### flow/run.sh
#!/bin/bash
# OpenROAD 26Q1-2900-gdf79404cd8, Yosys 0.63+post, stock flow scripts
make -C /OpenROAD-flow-scripts/flow DESIGN_CONFIG=/design/flow/config.mk WORK_HOME=/design/flow/orfs finish
### flow/config.mk
export PLATFORM = sky130hd
export DESIGN_NAME = mdr
export DESIGN_NICKNAME = mdr
export VERILOG_FILES = /design/flow/design.v
export SDC_FILE = /design/flow/constraint.sdc
export NUM_CORES = 4
export LEC_CHECK = 1
export CORE_AREA = 10 10 107 107
export DIE_AREA = 0 0 117 117
### flow/constraint.sdc
current_design mdr

set clk_period 1.4
set clk_io_pct 0.2

create_clock -name clk0 -period $clk_period [get_ports {clk}]

set non_clock_inputs [all_inputs -no_clocks]
set_input_delay [expr $clk_period * $clk_io_pct] -clock clk0 $non_clock_inputs
set_output_delay [expr $clk_period * $clk_io_pct] -clock clk0 [all_outputs]
### flow/design.v
module mdmux(
	input [31:0] BusMuxOut,
	input [31:0] Mdatain,
	input Read,
	output reg [31:0] MDMux_out
);
	always@(*)
	begin
		if(Read)
			MDMux_out <= Mdatain;
		else
			MDMux_out <= BusMuxOut;
	end
endmodule
module mdr(
	input [31:0] BusMuxOut,
	input [31:0] Mdatain,
	input Read,
	input [31:0] MDMux_out,
	input clk,
	input clr,	 
	input en,
	output [31:0] q
);
	mdmux mdmux_instance(
		BusMuxOut,
		Mdatain,
		Read,
		MDMux_out
	);
	reg32 mdr_instance(
		clk,
		clr,
		en,
		MDMux_out,
		q
	);
endmodule
module reg32(
	input clk,
	input clr,	 
	input en,
	input [31:0] d,
	output reg [31:0] q
);
	always@(posedge clk)
	begin
		if(clr)
			q = 32'b0;
		else if(en)
			q = d;
	end
endmodule
==> qor.txt <==
Post-Synth Simple-Gate Area: 0%
Post-synth EDFFs: 0
Fail Step: synthesis
Dominant flop cell: dfxtp_1
Yosys chip area: 1770 um^2
ys async rst share: 0%
Logic family by area: AND-OR/OR-AND gates
error msg: ERROR: Found 32 problems in 'check -assert'.
MUX share of area: 26.7%
Adders+Majority by Area: 0%
Synth flops: 32
aoi share: 31.7%
warnings from Yosys: 2
post-synthesis cell count from yosys: 143
yosys xor share: 0%
cell taking the most area after synthesis: dfxtp_1
register area share after synthesis: 36.2%
top cells by count: dfxtp_1, o21a_1, o21ba_2
Main area contributors: dfxtp_1, mux2_4, o21ba_2, o21a_1, buf_6
count of unique library cells instantiated by Yosys: 10
status: aborted with a tool error
Dominant cell area share: 36.2%
-- cell families after synthesis --
kind of cell	count (synthesis)
buffers and inverters	15
AND-OR/OR-AND	64
flip-flops	32
multiplexers	32
